==> flow/design.v <==
module rv_reg_file (
  input   wire          clk,
  input   wire [4:0]    rs1_addr_i,
  input   wire [4:0]    rs2_addr_i,
  input   wire [4:0]    rd_addr_i,
  input   wire          wr_en_i,
  input   wire [31:0]   wr_data_i,
  output  wire [31:0]   rs1_data_o,
  output  wire [31:0]   rs2_data_o
);
  logic [31:0] regfile [31:0];
  assign rs1_data_o = rs1_addr_i != 0 ? regfile[rs1_addr_i] : 0;
  assign rs2_data_o = rs2_addr_i != 0 ? regfile[rs2_addr_i] : 0;
  always @(posedge clk) begin
    if (wr_en_i & rd_addr_i != 0) begin
      regfile[rd_addr_i] <= wr_data_i;
    end
  end
endmodule
==> flow/run.sh <==
#!/bin/bash
# OpenROAD 26Q1-2900-gdf79404cd8, Yosys 0.63+post, stock flow scripts
make -C /OpenROAD-flow-scripts/flow DESIGN_CONFIG=/design/flow/config.mk WORK_HOME=/design/flow/orfs finish
==> flow/config.mk <==
export PLATFORM = sky130hd
export DESIGN_NAME = rv_reg_file
export DESIGN_NICKNAME = rv_reg_file
export VERILOG_FILES = /design/flow/design.v
export SDC_FILE = /design/flow/constraint.sdc
export NUM_CORES = 4
export LEC_CHECK = 1
export CORE_UTILIZATION = 40
==> flow/constraint.sdc <==
current_design rv_reg_file

set clk_period 5.9
set clk_io_pct 0.2

create_clock -name clk0 -period $clk_period [get_ports {clk}]

set non_clock_inputs [all_inputs -no_clocks]
set_input_delay [expr $clk_period * $clk_io_pct] -clock clk0 $non_clock_inputs
set_output_delay [expr $clk_period * $clk_io_pct] -clock clk0 [all_outputs]
==> results.yml <==
# physical design summary
outcome:
  status: "complete, no violations"
logic_synthesis:
  yosys_area_um2: 47900
  ys_cells: 2564
  yosys.area.top_type: "edfxtp_1"
  yosysTopAreaCellShare_pct: 64.2
  syn-cell-area_um2: 47900
  area_leaders: "edfxtp_1, mux4_2, mux2i_1, mux4_1, mux2_2"
  ys_seq_elements: 1024
  yosysUniqueCellTypes: 39
  synthCells: 2564
  synth_seq_share_pct: 64.2
  yosysWarnings: 1
  syn_avg_cell_area_um2: 18.7
die:
  chipArea_um2: 121000
  ios: 113
  fp_util_pct: 40.5
  row_count: 126
  core_area_um2: 118000
  die_y_um: 348
  chipWidth_um: 348
final_timing:
  grt_setup_unrepaired: "no"
  hold_viol: 0
  drv_slew: 0
  fmax_mhz: 179
  setup_violations: 0
  final.period_utilization_pct: 94.5
  worst_pin_slew_ps: 1000
  tns_ps: 0
  fin_crit_ps: 5570
  slew_headroom_pct: 33.0
layout:
  largest_register_ffs: 1024
  finalNonFillerCells: 4447
  top_regs: "regfile x1024"
  area_growth_pct: 15.1
  largest_register: "regfile"
  drive_above_1_share_pct: 27.4
  fill_cells: 9533
setup_path:
  cp-startpoint: "rs2_addr_i[1]"
  worstPathArrival_ps: 4390
  critical_path_class: "primary input to output pin"
  end_kind: "output pin"
  crit_fanout: 34
  worstPathRequired_ps: 4720
  cp-start-kind: "primary input"
power:
  p_leak_nw: 17.8
  p_per_area_nw_per_um2: 291
  ir_drop_mv: 0.291
clocking:
  cts_setup_buffers: 0
  cts_tree: "yes"
  numCtsBuffers: 106
  clock_sinks: 1024
  cts.repair.resized: 0
  cts.root.buffer_cell: "clkbuf_16"
  h-tree-depth: 3
  clockBufferDepth: 3
  cts_hold_buf: 0
  cts.clk_slew.worst_paths_ps: 60
global_route:
  grt_antenna_before_repair: 3
  overflow: 0
  grt_max_degree: 65
  grt_pass1_wl_mm: 223
  grt_use_total_pct: 28.6
  grt_pass1_vias: 31600
drt:
  n_antenna_cell: 0
  routedWlPerCell_um: 35.5
  ant_nets: 0
  totalWireLength_mm: 158
  drt_pass1_iterations: 6
  initialDrtViolationCount: 1784
  drt-vias-per-instance: 6.40
  vias: 28500
  drt_drc_violations_left: 0
run:
  drv_cap: 0
  warning_count: 26
worst_hold_path:
  worstHoldStart: "wr_data_i[5]"
  hp-class: "primary input to flip-flop"
placement:
  io_buffer_count: 112
  dp_hpwl_mm: 90.3
  place_congestion: 0.897
  dp.cells: 4263
## synth_stat cells
master / number
edfxtp_1: 1024
mux2i_1: 320
mux4_2: 316
clkbuf_1: 98
nand2_1: 85
a22oi_1: 64
mux2_2: 64
o221ai_1: 64
a211oi_1: 53
buf_4: 53
buf_2: 50
o21ai_0: 50
a221oi_1: 38
nor2b_1: 37
mux4_1: 36
nor2_1: 36
a21oi_1: 32
a311oi_1: 32
nand4_1: 32
a221oi_2: 16
buf_6: 12
a211oi_2: 11
o2111ai_1: 10
nand3b_1: 6
or3b_2: 5
o21ai_1: 4
inv_1: 2
nand3_1: 2
or3_1: 2
and2_0: 1
and2_1: 1
and3_1: 1
clkbuf_2: 1
clkbuf_4: 1
conb_1: 1
nand2b_1: 1
nor2_2: 1
or2_2: 1
or4_4: 1
## path summary, 6_finish.rpt
kind                      end  slack (ps)  depth (start not counted)
min   regfile[9][5]$_DFFE_PP_        1300                          2
max             rs2_data_o[8]         330                          8
## kinds of logic (layout without fill, tap and decap cells)
family | after synthesis | in the layout | share of synthesized area (%)
DFF | 1024 | 1024 | 64.2
muxes | 736 | 736 | 25.0
AOI/OAI and AO/OA | 374 | 374 | 6.15
buffers and inverters | 217 | 469 | 2.44
and+or+nand+nor | 212 | 212 | 2.18
other | 1 | 32 | 0.00783
## layout by cell type (no fill, tap or decap), types with 32 or more instances in the layout
cell type,netlist,final
edfxtp_1,1024,1024
o221ai_1,64,64
buf_4,53,145
nor2_4,0,33
mux2i_1,320,320
a221oi_1,38,38
a21oi_1,32,32
conb_1,1,32
mux4_2,316,316
a22oi_1,64,64
nand2_1,85,85
a311oi_1,32,32
nand4_1,32,32
nor2b_1,37,32
clkbuf_16,0,108
a211oi_1,53,53
mux4_1,36,36
clkdlybuf4s50_1,0,102
mux2_2,64,64
o21ai_0,50,50
## cell type report
cell class	instances	area (um2)	area share [%]
sequential	1024	30700	55.8
multi-input combinational	1354	16400	29.7
clock buffer	129	2780	5.05
timing repair buffer	283	2750	4.98
tap	1600	2000	3.63
clock inverter	55	443	0.803
inverter	2	8.76	0.0159
## stage by stage
stage	total power, W	utilization [%]	instance area (um2)	setup slack, ps	hold WS (ps)
2_1_floorplan	0.00912	-	48000	2130	1280
3_3_place_gp	0.00980	43.8	51900	432	2000
3_5_place_dp	0.00982	43.8	51900	431	2010
4_1_cts	0.0161	46.6	55100	418	1290
5_1_grt	0.0165	46.6	55100	292	1320
6_report	0.0160	46.6	55100	326	1300
## metal layers
layer  global-route usage, %  up-vias  wire length [um]
li1                        -    11400                 -
met3                    25.8      384             32700
met2                    40.8     2509             71700
met4                    8.26       14              6310
met5                    3.40        -               377
met1                    30.6    14100             46800
## power breakdown
part / internal (W) / switching (W) / leakage, nW / total [W]
logic: 0.000651 / 0.000871 / 7.06 / 0.00152
registers: 0.00811 / 0.0000446 / 9.25 / 0.00816
clock network: 0.00358 / 0.00277 / 1.54 / 0.00635
total: 0.0123 / 0.00369 / 17.8 / 0.0160
## critical path, cell delays in order
cell and delay [ps]:
buf_6 390, buf_4 630, buf_4 430, mux4_2 250
a21oi_1 60, a211oi_1 660, buf_4 230, clkdlybuf4s50_1 490
Power and IR drop assume default switching activity.
