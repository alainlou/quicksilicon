===== ./config.mk =====
export PLATFORM = sky130hd
export DESIGN_NAME = rv_alu
export DESIGN_NICKNAME = rv_alu
export VERILOG_FILES = /design/flow/design.v
export SDC_FILE = /design/flow/constraint.sdc
export NUM_CORES = 4
export LEC_CHECK = 1
export CORE_UTILIZATION = 30

===== ./constraint.sdc =====
current_design rv_alu

set clk_period 22.2
set clk_io_pct 0.2

create_clock -name clk0 -period $clk_period

set non_clock_inputs [all_inputs -no_clocks]
set_input_delay [expr $clk_period * $clk_io_pct] -clock clk0 $non_clock_inputs
set_output_delay [expr $clk_period * $clk_io_pct] -clock clk0 [all_outputs]

===== ./design.v =====
module rv_alu (
  input   wire [31:0] opr_a_i,
  input   wire [31:0] opr_b_i,
  input   wire [3:0]  op_sel_i,
  output  wire [31:0] alu_res_o
);
  localparam OP_ADD = 4'b0000;
  localparam OP_SUB = 4'b0001;
  localparam OP_SLL = 4'b0010;
  localparam OP_LSR = 4'b0011;
  localparam OP_ASR = 4'b0100;
  localparam OP_OR  = 4'b0101;
  localparam OP_AND = 4'b0110;
  localparam OP_XOR = 4'b0111;
  localparam OP_EQL = 4'b1000;
  localparam OP_ULT = 4'b1001;
  localparam OP_UGT = 4'b1010;
  localparam OP_SLT = 4'b1011;
  localparam OP_SGT = 4'b1100;
  logic signed [31:0] sign_opr_a;
  logic signed [31:0] sign_opr_b;
  logic [31:0] alu_res;
  assign sign_opr_a = opr_a_i;
  assign sign_opr_b = opr_b_i;
  always@(*) begin
    case (op_sel_i)
      OP_ADD : alu_res = opr_a_i + opr_b_i;
      OP_SUB : alu_res = opr_a_i - opr_b_i;
      OP_SLL : alu_res = opr_a_i << opr_b_i[4:0];
      OP_SGT : alu_res = {31'h0, sign_opr_a >= sign_opr_b};
      OP_LSR : alu_res = opr_a_i >> opr_b_i[4:0];
      OP_ASR : alu_res = sign_opr_a >>> opr_b_i[4:0];
      OP_OR  : alu_res = opr_a_i | opr_b_i;
      OP_AND : alu_res = opr_a_i & opr_b_i;
      OP_XOR : alu_res = opr_a_i ^ opr_b_i;
      OP_EQL : alu_res = {31'h0, opr_a_i == opr_b_i};
      OP_ULT : alu_res = {31'h0, opr_a_i < opr_b_i};
      OP_UGT : alu_res = {31'h0, opr_a_i >= opr_b_i};
      OP_SLT : alu_res = {31'h0, sign_opr_a < sign_opr_b};
      default: alu_res = 32'h0;
    endcase
  end
  assign alu_res_o = alu_res;
endmodule

===== ./run.sh =====
#!/bin/bash
# OpenROAD 26Q1-2900-gdf79404cd8, Yosys 0.63+post, stock flow scripts
make -C /OpenROAD-flow-scripts/flow DESIGN_CONFIG=/design/flow/config.mk WORK_HOME=/design/flow/orfs finish

==> qor.txt <==
run status -> finished, final reports clean
post-CTS setup-driven buffer insertion count -> 0
layer with the highest usage after global routing -> met2
growth of design area from synthesis to finish -> 10.9%
multi-input logic area -> 8380 sq um
CP required -> 17.76 ns
fraction of layout cells with a size suffix above 1 -> 0.0901
Post-Place Setup Slack -> 8.55 ns
WS Path Type -> input pin to output pin
total overflow reported by the global router -> 0
final period utilization -> 0.621
hold-fix buffers at CTS -> 0
arrival time of data at the critical path endpoint -> 9.34 ns
class of the worst hold path -> input pin to output pin
flip-flops -> 0
parity-gate share of the synthesized area counting xor and xnor cells -> 0.0242
Pwr Total -> 0.274 mW
final-layout setup total negative slack -> 0 ns
number of OpenROAD warnings -> 100
total of fill cells in the finished design -> 3350
routed via count divided by cell count -> 6.27
number of cells in the yosys synthesis report -> 1395
worst-margin pin slew -> 0.937 ns
remaining antenna violation count after routing -> 0
worst path setup slack after routing -> 8.42 ns
main kind of combinational logic by area -> AND-OR/OR-AND gates
RSZ-0062 raised after global routing -> false
area of the die -> 32000 sq um
P per Cell Area -> 26.4 nW/um^2
cell depth of the worst min-delay path -> 6
met1 Usage GRT -> 0.427
number of global-route vias before repair -> 10488
met3 routing resource usage after global routing -> 0.0722
final count of negative-setup-slack endpoints -> 0
static leakage power -> 4.27 nW
DRC errors left -> 0
average cell area after synthesis -> 6.73 sq um
worst supply voltage drop on vdd -> 0.0000101 V
number of optimization iterations in the first detailed-route pass -> 5
Die X -> 179 um
synthesized instance count -> 1395
source of the critical timing path -> opr_b_i[4]
via count -> 11325
placed cell count -> 1805
non-filler instance count after layout -> 1805
combined area of all synthesized cells -> 9390 sq um
HPWL after detailed placement -> 37100 um
Ant. Diodes -> 0
global-route wire length before repair -> 68500 um
number of design-rule violations left by the first detailed-router iteration -> 1230
maximum number of pins on one net before global-route repair -> 61
Port Buffers -> 100
Init Core Util -> 0.306
post-synthesis compound-gate area fraction -> 0.350
hold path startpoint -> op_sel_i[0]
count of standard-cell rows -> 64
final number of hold-violating endpoints -> 0
num ports -> 100
clock period minus worst slack -> 13.78 ns
clock buffers -> 0
maximum clock frequency -> 0.0726 GHz
Multiplexer share -> 0.171
Simple-Gate Area Share -> 0.207
overall die height -> 179 um
Global Route met2 Usage -> 0.437
Max Transition Viols Final -> 0
GRT Resource Usage Total -> 0.297
Synth Area in Adders -> 0.139
sequential cell area -> 0 sq um
WL/cell -> 26.1 um
Distinct cells, synth -> 90
Detailed Route WL -> 47100 um
count of warnings emitted by yosys -> 1
sequential-to-total area share from yosys stat -> 0
final RePlAce weighted congestion -> 1.08
PostCTS Resize Cnt -> 0
kind of end point of the critical path -> output pin
critical path peak fanout -> 41
number of antenna violations at the first check in global routing -> 1
total cell area reported by yosys after synthesis -> 9390 sq um
area inside the core boundary -> 30700 sq um
max-cap viol count -> 0
kind of start point of the critical path -> input pin
remaining max-slew budget at the tightest pin -> 0.359
[final cells by class]
type,instances,share of cell area
repair buffers,124,0.111
inverters,102,0.0368
well taps,396,0.0476
multi-input cells,1183,0.804
[logic make-up (layout without fill, tap and decap cells)]
group | count (synthesis) | after routing
simple gates | 434 | 434
compound gates | 501 | 501
xor+xnor | 26 | 26
mux | 119 | 119
buf+inv | 212 | 226
fa+ha+maj | 103 | 103
[per-layer routing]
layer	vias to the layer above	part of all wire
li1	5143	-
met1	5477	0.43
met2	606	0.43
met3	97	0.10
met4	2	0.038
met5	-	0.00034
[synthesized netlist by cell type (9+ instances only)]
master	instances	area (sq um)
sky130_fd_sc_hd__o21bai_1	15	113
sky130_fd_sc_hd__clkbuf_1	46	173
sky130_fd_sc_hd__ha_1	101	1260
sky130_fd_sc_hd__o21ai_0	127	636
sky130_fd_sc_hd__a221oi_1	14	123
sky130_fd_sc_hd__o211ai_1	17	128
sky130_fd_sc_hd__xnor2_1	18	158
sky130_fd_sc_hd__a211oi_1	26	195
sky130_fd_sc_hd__mux4_2	29	653
sky130_fd_sc_hd__and3_1	9	56.3
sky130_fd_sc_hd__nand2_1	140	526
sky130_fd_sc_hd__a31oi_1	20	125
sky130_fd_sc_hd__mux2i_1	53	531
sky130_fd_sc_hd__inv_1	99	372
sky130_fd_sc_hd__o31ai_1	10	75.1
sky130_fd_sc_hd__buf_2	23	115
sky130_fd_sc_hd__and2_1	9	56.3
sky130_fd_sc_hd__a21o_1	25	188
sky130_fd_sc_hd__o22ai_1	15	93.8
sky130_fd_sc_hd__buf_6	9	101
sky130_fd_sc_hd__clkbuf_8	9	124
sky130_fd_sc_hd__nor2_1	163	612
sky130_fd_sc_hd__buf_1	15	56.3
sky130_fd_sc_hd__mux2_2	34	383
sky130_fd_sc_hd__or3_1	11	68.8
sky130_fd_sc_hd__nand3_1	28	140
sky130_fd_sc_hd__nor3_1	25	125
sky130_fd_sc_hd__a21oi_1	130	651
[cell usage in the layout, fill, tap and decap left out, drive strengths merged, types with 30 or more instances in the layout]
| master | n |
|---|---|
| a21oi | 131 |
| mux2i | 54 |
| nand3 | 30 |
| o21ai | 131 |
| mux2 | 36 |
| ha | 101 |
| inv | 101 |
| nand2 | 141 |
| clkdlybuf4s50 | 95 |
| nor2 | 164 |
[metrics by stage]
step / hold WS, ns / utilization / area (sq um)
floorplan: 9.10 / - / 9390
global placement: 9.88 / 0.340 / 10400
detailed placement: 9.87 / 0.340 / 10400
CTS: 9.89 / 0.340 / 10400
global route: 9.96 / 0.340 / 10400
finish: 9.87 / 0.340 / 10400
[worst max-delay path, cell delays in order]
cell and delay (ns):
sky130_fd_sc_hd__clkdlybuf4s50_1 0.46, sky130_fd_sc_hd__buf_4 0.42, sky130_fd_sc_hd__clkinv_1 0.65, sky130_fd_sc_hd__ha_1 0.72
sky130_fd_sc_hd__and2b_2 0.26, sky130_fd_sc_hd__o21bai_1 0.20, sky130_fd_sc_hd__nand3_2 0.20, sky130_fd_sc_hd__nand4_2 0.18
sky130_fd_sc_hd__a31oi_1 0.16, sky130_fd_sc_hd__o41ai_1 0.59, sky130_fd_sc_hd__nand2_1 0.20, sky130_fd_sc_hd__a41oi_1 0.25
sky130_fd_sc_hd__nand4_1 0.16, sky130_fd_sc_hd__clkdlybuf4s50_1 0.44
[path summary, 6_finish.rpt]
check / endpoint / slack [ns]
max: alu_res_o[0] / 8.42
min: alu_res_o[25] / 9.87
[power by group]
| group | internal [mW] | switching [mW] | leakage [nW] |
|---|---|---|---|
| combinational | 0.103 | 0.172 | 4.27 |
| sequential | 0 | 0 | 0 |
| clock | 0 | 0 | 0 |
Power is estimated from default activity; no workload was simulated.
